[flow/constraint.sdc]
current_design FSM

set clk_period 3.1
set clk_io_pct 0.2

create_clock -name clk0 -period $clk_period [get_ports {clk}]

set non_clock_inputs [all_inputs -no_clocks]
set_input_delay [expr $clk_period * $clk_io_pct] -clock clk0 $non_clock_inputs
set_output_delay [expr $clk_period * $clk_io_pct] -clock clk0 [all_outputs]
[flow/design.v]
module FSM(
    input clk,
    output reg[3:0] ones =0,
    output reg[3:0] tens = 0,
    output reg[3:0] hundreds = 0,
    output reg[3:0] thousands = 0);
    parameter s0 = 4'd0 ,s1 = 4'd1, s2 = 4'd2, s3 = 4'd3, s4 = 4'd4, s5 = 4'd5, s6 = 4'd6, s7 = 4'd7, s8 = 4'd8, s9 = 4'd9, s10=  4'd10, s11 = 4'd11, s12 = 4'd12, s13 = 4'd13,s14 = 4'd14;
    reg[3:0] ps = 0, ns = 0;
    always@(posedge clk)
    begin
        ps<= ns;
    end
    always@(posedge clk)
    begin
        case(ps)
            s0:
            begin
                ones<= 1;
                tens<= 0;
                hundreds<= 0;
                thousands<= 0;
                ns<=s1;
            end
            s1:
            begin
                thousands<=0;
                hundreds<=0;
                tens<=1;
                ones<=2;
                ns<=s2;
            end
            s2:
            begin
                thousands<=0;
                hundreds<=1;
                tens<=2;
                ones<=3;
                ns<=s3;
            end
            s3:
            begin
                thousands<=1;
                hundreds<=2;
                tens<=3;
                ones<=3;
                ns<=s4;
            end
            s4:
            begin
                thousands<=2;
                hundreds<=3;
                tens<=3;
                ones<=4;
                ns<=s5;
            end
            s5:
            begin
                thousands<=3;
                hundreds<=3;
                tens<=4;
                ones<=0;
                ns<=s6;
            end
            s6:
            begin
                ns<=s7;
                thousands<=3;
                hundreds<=4;
                tens<=0;
                ones<=5;
            end
            s7:
            begin
                ns<=s8;
                thousands<=4;
                hundreds<=0;
                tens<=5;
                ones<=6;
            end
            s8:
            begin
                ns<=s9;
                thousands<=0;
                hundreds<=5;
                tens<=6;
                ones<=4;
            end
            s9:
            begin
                ns<=s10;
                thousands<=5;
                hundreds<=6;
                tens<=4;
                ones<=7;
            end
            s10:
            begin
                ns<=s11;
                thousands<=6;
                hundreds<=4;
                tens<=7;
                ones<=3;
            end
            s11:
            begin
                ns<=s12;
                thousands<=4;
                hundreds<=7;
                tens<=3;
                ones<=8;
            end
            s12:
            begin
                ns<=s13;
                thousands<=7;
                hundreds<=3;
                tens<=8;
                ones<=0;
            end
            s13:
            begin
                ns<=s14;
                thousands<=3;
                hundreds<=8;
                tens<=0;
                ones<=0;
            end
             s14:
           begin
                ns<=s0;
               thousands<=8;
               hundreds<=0;
               tens<=0;
               ones<=0;
           end
        endcase
    end
    endmodule
[flow/config.mk]
export PLATFORM = sky130hd
export DESIGN_NAME = FSM
export DESIGN_NICKNAME = FSM
export VERILOG_FILES = /design/flow/design.v
export SDC_FILE = /design/flow/constraint.sdc
export NUM_CORES = 4
export LEC_CHECK = 1
export CORE_AREA = 10 10 88 88
export DIE_AREA = 0 0 98 98
[flow/run.sh]
#!/bin/bash
# OpenROAD 26Q1-2900-gdf79404cd8, Yosys 0.63+post, stock flow scripts
make -C /OpenROAD-flow-scripts/flow DESIGN_CONFIG=/design/flow/config.mk WORK_HOME=/design/flow/orfs finish
==> notes.md <==
Notes on the flow outputs.

- The routed wire length reads 1.95 mm.
- The maximum operating frequency reads 592 MHz.
- The proportion of layout cells with a drive suffix above 1 reads 11.3%.
- The most common cell after layout, fill and taps aside reads sky130_fd_sc_hd__edfxtp_1.
- TritonCTS built the clock tree.
- The number of vias per cell after detailed routing is approximately 3.9.
- The type of the worst min-delay path is register to register.
- The power density of the placed cells is 409 nW/µm².
- The number of library cell types mapped by synthesis reads 29.
- The DRC marker count from the first detailed-route iteration reads 55.
- Before placement the cells fill 18.6% of the core.
- The mean routed wirelength per cell reads ~11 µm.
- The worst setup path is captured at an output pin.
- After synthesis, the mean cell area works out to 12.0 µm².
- By instance count after routing, the leading logic cell types are sky130_fd_sc_hd__edfxtp_1 (20), sky130_fd_sc_hd__clkdlybuf4s50_1 (16).
- Together, buffers and inverters on the worst path number 1.
- The clock transition at the register clock pins on the worst setup and hold paths after CTS is 80 ps.
- The buffer type at the clock tree root is sky130_fd_sc_hd__clkbuf_8.
- Per STA, the worst path is made up of clkdlybuf4s50_1.
- The post-detailed-route DRC marker count reads 0.
- The number of standard cells after synthesis reads 92.
- Entering global routing, the biggest net connects 26 pins.
- The total stage count of the critical path is 1.
- The via count of the first global-routing pass reads 652.
- The pre-antenna-repair detailed-routing pass consisted of 4 iterations.
- The final cell count without fillers reads 181.
- The area growth from synthesis to layout reads 22.6%.
- The number of buffer cells added on primary ports is 16.
- The final worst-path cycle share is 54.5%.
- The synthesis area per yosys reads 1100 µm².
- Setup repair after global routing left no endpoint under its margin.
- The post-route worst hold slack reads 345 ps.
- Counting flops with a built-in enable in the synthesized netlist gives 20.
- TritonCTS created 3 clock buffers.
- The maximum clock skew at final layout reads ~1.3 ps.
- The minimum setup slack in the final design reads 1410 ps.
- The worst-margin pin slew is 763 ps.
- The final hold violation count is 0.
- The overall track demand over capacity in global routing is between 3 and 4%.
- The number of levels in the clock H-tree is 1.
- The critical path launch point type is a register.
- The number of antenna violations at the first check in global routing is 0.
- The normalized max-slew margin is approximately half.
- The cell count in the Yosys report is 92.
- The mapped cell area reads 1100 µm².
- The number of setup buffers added after CTS is 0.
- The delay contributed by the slowest stage of the critical path is 470 ps.
- The wire-length estimate of the detail-placed layout is 1.40 mm.
- Setup violations remaining at the end of the flow were counted as 0.
- After synthesis, the share of flip-flops with an asynchronous set or reset is 0%.
- The vias after detailed routing reads 700.
- The count of cells along the worst hold path reads 0.
- The highest net fanout along the worst path reads 1.
- The type of the worst setup path is register to output pin.
- The placeable core region is 5920 µm².
- Looking at the cell usage after synthesis, the top flip-flop cell is sky130_fd_sc_hd__edfxtp_1.
- The leakage component of the power was reported as between 0.0004 and 0.0005 µW.
- Per the run summary, max-cap violations total 0.
- The top cell family by delay on the critical path reads buffers and inverters.
- The horizontal die dimension reads 98 µm.
- The accumulated negative setup slack is 0 ps.
- The count of pins on the block boundary reads 17.
- The clock passes through at most 2 buffers.
- The register area share after synthesis is 61.8%.
- The clock period minus worst slack reads 1690 ps.
- The wire length of the first global-routing pass reads around 3.2 mm.
- The quantity of gates resized following cts reads 0.
- Looking at the critical path, the single cell with the biggest stage delay is sky130_fd_sc_hd__clkdlybuf4s50_1.
- Once placement completed, the tool counted placed cells totaling ~180.
- Max-slew check failures listed in the final report amount to 0.
- The count of warnings emitted by yosys reads 1.
- The arrival time of data at the critical path endpoint reads 1070 ps.
- The height of the die reads 98 µm.
- The row count reads 28.
- At the end of routability-driven placement, the weighted congestion stood at 0.855.
- The hold buffer count at cts reads 0.
- The register bit count reported by yosys is 24.
- The final antenna-violating net count is 0.
- The required time at the worst endpoint is listed as 2480 ps.
- The flow ran to the end, and the final reports show no timing, DRC or antenna violations.
- The tool warning count for the run is 25.
- The maximum ir drop on the vdd rail reads roughly 0.15 mV.
- The total overflow reported by the global router reads 0.
- The area enclosed by the die boundary is roughly 9600 µm².
- The clock insertion delay at the later pin of the skew report is 260 ps.
- The number of cell instances on the worst register-to-register path is 2.
- The worst setup timing slack at the placement stage is between 1500 and 2000 ps.
- The number of inserted diodes is 0.
- The clock sink total reads 24.
==> synthesized netlist by cell type (2+ instances only) <==
cell | instances | area, µm²
sky130_fd_sc_hd__buf_4 | 2 | 15.0
sky130_fd_sc_hd__o21ai_1 | 6 | 30.0
sky130_fd_sc_hd__inv_2 | 2 | 7.51
sky130_fd_sc_hd__buf_6 | 4 | 45.0
sky130_fd_sc_hd__nand3_1 | 6 | 30.0
sky130_fd_sc_hd__a22o_1 | 2 | 17.5
sky130_fd_sc_hd__nor2b_1 | 3 | 18.8
sky130_fd_sc_hd__nor3_1 | 2 | 10.0
sky130_fd_sc_hd__nor2_1 | 6 | 22.5
sky130_fd_sc_hd__dfxtp_1 | 4 | 80.1
sky130_fd_sc_hd__o21ai_0 | 2 | 10.0
sky130_fd_sc_hd__nor2_2 | 2 | 12.5
sky130_fd_sc_hd__o22ai_1 | 2 | 12.5
sky130_fd_sc_hd__nor3_2 | 2 | 20.0
sky130_fd_sc_hd__nand2_1 | 6 | 22.5
sky130_fd_sc_hd__and2b_1 | 2 | 15.0
sky130_fd_sc_hd__nand2b_1 | 3 | 18.8
sky130_fd_sc_hd__xor2_1 | 2 | 17.5
sky130_fd_sc_hd__a21oi_1 | 5 | 25.0
sky130_fd_sc_hd__edfxtp_1 | 20 | 601
==> logic make-up after synthesis <==
group / Yosys count / synth area share [%]
buffers and inverters: 9 / 6.48
DFF: 24 / 61.8
xor gates and xnor gates: 2 / 1.59
AOI/OAI and AO/OA: 22 / 12.2
and+or+nand+nor: 35 / 18.0
==> through the flow <==
step | util [%] | power, µW | instance area (µm²)
after floorplan | - | 351 | 1100
final | 22.8 | 552 | 1350
after detailed placement | 21.9 | 351 | 1290
after CTS | 22.8 | 556 | 1350
after global routing | 22.8 | 573 | 1350
after global placement | 21.9 | 351 | 1290
==> path summary, 6_finish.rpt <==
path	slack [ps]	startpoint	end
worst max-delay path	1410	ones[0]$_DFFE_PP_	ones[0]
worst min-delay path	350	ns[3]$_DFFE_PP_	ps[3]$_DFF_P_
worst max register to register	1520	ps[0]$_DFF_P_	tens[2]$_DFFE_PP_
worst min register to register	350	ns[3]$_DFFE_PP_	ps[3]$_DFF_P_
==> power breakdown <==
group          internal [µW]  switching [µW]  leakage, µW
combinational              0               0     0.000163
sequential               344               0     0.000265
clock                    113            94.8    0.0000288
total                    457            94.8     0.000457
==> area by class of cell <==
| class | instances | area [µm²] |
|---|---|---|
| inverters | 3 | 11.3 |
| multi-input cells | 59 | 349 |
| repair buffers | 16 | 160 |
| flip-flops and latches | 24 | 681 |
| well taps | 75 | 93.8 |
| fillers | 634 | 4570 |
| clock buffers | 4 | 55.1 |
==> routing by layer <==
metal  share of wire [%]  vias up  GRT usage (%)
met5                   0        -              0
met2                  42       23           5.69
li1                    -      359              -
met3                 8.8        4           1.71
met1                  48      314           5.58
met4                 1.2        0          0.559
==> registers in the layout, indices dropped and copies added (netlist names) <==
signal,cells
ns,4
tens,4
thousands,4
hundreds,4
ps,4
ones,4
No activity file was given, so power comes from the tool's default toggle rates.
