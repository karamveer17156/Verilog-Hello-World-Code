===== flow/run.sh =====
#!/bin/bash
# OpenROAD 26Q1-2900-gdf79404cd8, Yosys 0.63+post, stock flow scripts
make -C /OpenROAD-flow-scripts/flow DESIGN_CONFIG=/design/flow/config.mk WORK_HOME=/design/flow/orfs finish

===== flow/config.mk =====
export PLATFORM = sky130hd
export DESIGN_NAME = sevenseg_all
export DESIGN_NICKNAME = sevenseg_all
export VERILOG_FILES = /design/flow/design.v
export SDC_FILE = /design/flow/constraint.sdc
export NUM_CORES = 4
export LEC_CHECK = 1
export CORE_AREA = 10 10 91 91
export DIE_AREA = 0 0 101 101

===== flow/constraint.sdc =====
current_design sevenseg_all

set clk_period 2.5
set clk_io_pct 0.2

create_clock -name clk0 -period $clk_period [get_ports {clk}]

set non_clock_inputs [all_inputs -no_clocks]
set_input_delay [expr $clk_period * $clk_io_pct] -clock clk0 $non_clock_inputs
set_output_delay [expr $clk_period * $clk_io_pct] -clock clk0 [all_outputs]

===== flow/design.v =====
`timescale 1ns / 1ps
module sevenseg_all(
    input clk,
    input clr,              
    input [3:0] ones,
    input [3:0] tens,
    input [3:0] hundreds,
    input [3:0] thousands,    
    input [3:0] num,
    output [7:0] cathode,
    output [3:0] anode
    );
     reg [6:0]sseg_temp;
     reg [3:0]an_temp = 4'b1110 ;
     reg [17:0] count;  
     always @ (posedge clk)
      begin
        count <= count + 1;
      end
     always @ (*)
      begin
       case(count[17:16])  
        2'b00 :   
         begin
          case(ones)
                4'd0 : sseg_temp = 7'b1111110;  
                4'd1 : sseg_temp = 7'b1001001;  
                4'd2 : sseg_temp = 7'b0110000;  
                4'd3 : sseg_temp = 7'b1110001;  
                4'd4 : sseg_temp = 7'b0000001;  
                4'd5 : sseg_temp = 7'b1100001;  
                4'd6 : sseg_temp = 7'b1000011;  
                4'd7 : sseg_temp = 7'b0001000;  
                4'd8 : sseg_temp = 7'b1000010;  
                default : sseg_temp = 7'b1111110;  
           endcase
          an_temp = 4'b1110;
         end
        2'b01:   
         begin
             case(tens)
                 4'd0 : sseg_temp = 7'b1111110;  
                            4'd1 : sseg_temp = 7'b1001001;  
                            4'd2 : sseg_temp = 7'b0110000;  
                            4'd3 : sseg_temp = 7'b1110001;  
                            4'd4 : sseg_temp = 7'b0000001;  
                            4'd5 : sseg_temp = 7'b1100001;  
                            4'd6 : sseg_temp = 7'b1000011;  
                            4'd7 : sseg_temp = 7'b0001000;  
                            4'd8 : sseg_temp = 7'b1000010;  
                            default : sseg_temp = 7'b1111110;  
             endcase
          an_temp = 4'b1101;
         end
        2'b10:   
         begin
          case(hundreds)
                 4'd0 : sseg_temp = 7'b1111110;  
                         4'd1 : sseg_temp = 7'b1001001;  
                         4'd2 : sseg_temp = 7'b0110000;  
                         4'd3 : sseg_temp = 7'b1110001;  
                         4'd4 : sseg_temp = 7'b0000001;  
                         4'd5 : sseg_temp = 7'b1100001;  
                         4'd6 : sseg_temp = 7'b1000011;  
                         4'd7 : sseg_temp = 7'b0001000;  
                         4'd8 : sseg_temp = 7'b1000010;  
                         default : sseg_temp = 7'b1111110;  
           endcase
          an_temp = 4'b1011;
         end
        2'b11:   
         begin
          case(thousands)
                 4'd0 : sseg_temp = 7'b1111110;  
                         4'd1 : sseg_temp = 7'b1001001;  
                         4'd2 : sseg_temp = 7'b0110000;  
                         4'd3 : sseg_temp = 7'b1110001;  
                         4'd4 : sseg_temp = 7'b0000001;  
                         4'd5 : sseg_temp = 7'b1100001;  
                         4'd6 : sseg_temp = 7'b1000011;  
                         4'd7 : sseg_temp = 7'b0001000;  
                         4'd8 : sseg_temp = 7'b1000010;  
                         default : sseg_temp = 7'b1111110;  
          endcase
          an_temp = 4'b0111;
         end
       endcase
      end  
     assign anode = an_temp;
     assign cathode = {sseg_temp, 1'b1};
 endmodule

==> results_dict.tcl <==
# metrics dict for downstream scripts
set metrics [dict create \
    outcome "finished clean" \
    rows 29 \
    final_cells 315 \
    postCtsHoldBufs 0 \
    xor_share_pct 11.2 \
    grt_pass1_vias 1305 \
    top_area_share_pct 23.1 \
    diodes 0 \
    fin_crit_sh_pct 97.1 \
    root_buffer "clkbuf_8" \
    worst_hold_path_type "reg -> reg" \
    tritoncts "yes" \
    yosysUniqueCellTypes 41 \
    num_vias 1404 \
    flop_cell "dfxtp_1" \
    synthAdderAreaFrac_pct 20.0 \
    required_ns 2.00 \
    yosys.stat.seqShare_pct 23.1 \
    grt_usage_pct 6.62 \
    leakage_uw 0.00103 \
    setup_viol 0 \
    topCellsByArea "dfxtp_1 23%, ha_1 20%, xnor2_1 6.2%" \
    fmaxAchievable_mhz 412 \
    async_reset_ff_share_pct 0 \
    layout-drive-gt1-share_pct 33.2 \
    fp.dieW_um 101 \
    wl_per_cell_um 11.1 \
    vias_per_cell 4.46 \
    clkTransAtPathRegs_ns 0.06 \
    core_mm2 0.00635 \
    largest_area_cell "dfxtp_1" \
    synth.most_common_cell "ha_1" \
    cts_buffers 3 \
    drv_slew 0 \
    place_ws_ns -0.547 \
    cellPowerDensity_mw_per_mm2 306 \
    dieArea_mm2 0.0102 \
    ys.flops 18 \
    dp_hpwl_mm 2.81 \
    warnings 50 \
    insertion_delay_ns 0.25 \
    yosys_warnings 1 \
    wl_met2_mm 1.59 \
    largest_register "count" \
    ys_cells 184 \
    hold_slack_ns 0.397 \
    crit_arrival_ns 1.93 \
    yosys.area_share.aoi_pct 13.8 \
    antenna_found_initial 0 \
    maxUsedRoutingLayer "met3" \
    syn_area_per_cell_um2 8.48 \
    peakVddDrop_mv 0.465 \
    reg.largest.list "count: 18 flops" \
    drc 0 \
    worstPathMaxFanout 4 \
    io_buffers 27 \
    wl_met3_um 248 \
    cts_buffer_depth 2 \
    hold_viol 0 \
    worst_slack_ns 0.0737 \
    gr-total-overflow 0 \
    syn_inst 184 \
    synthToLayoutAreaGrowth_pct 48.6 \
    setup_tns_ns 0 \
    totalWireLength_mm 3.49 \
    drt_iter0_drc 61 \
    grt_max_degree 11 \
    largest_reg_flops 18 \
    detail-route-antenna-nets 0 \
    finalCriticalPeriod_ns 2.43 \
    muxShareOfSynthArea_pct 4.73 \
    path_class "in -> out" \
    cts.sinks 18 \
    io_pins 34 \
    skew_ns 0.000962 \
    place_inst 307 \
    synth.cell_area_mm2 0.00156 \
    gp_congestion 0.864 \
    cp-end-kind "primary output" \
    common_cells "25 x ha_1, 18 x dfxtp_1, 14 x a21oi_1, 13 x nor2_1" \
    grt_first_pass_wirelength_mm 5.81 \
    yosys_area_mm2 0.00156 \
    firstDrtPassIters 4 \
    simple_gate_area_share_pct 20.4 \
    floorplan.core_util_pct 24.6 \
    synth.logic.top_family "simple AND/OR/NAND/NOR gates" \
    die_y_um 101 \
    cp-start-kind "primary input" \
    synth-edff-count 0 \
    h-tree-depth 1 \
    wl_met1_mm 1.65 \
    cap_violations 0 \
]
## what timing repair did
| action | 4_1_cts | 5_1_grt |
|---|---|---|
| setup buffers | 3 | 1 |
| gates cloned | 0 | 0 |
| setup endpoints to repair | 7 | 5 |
| gates resized | 63 | 18 |
| pin swaps | 10 | 7 |
## worst max-delay path, cell delays in order
cell and delay [ns]:
clkdlybuf4s15_2 0.19, inv_1 0.05, ha_1 0.19, nor2b_4 0.14, xor2_1 0.14, mux4_2 0.45
dlygate4sd2_1 0.26
## logic make-up (layout without fill, tap and decap cells)
group / after synthesis / in the layout
flops: 18 / 18
xor+xnor: 20 / 20
compound gates: 35 / 35
buf+inv: 23 / 77
fa+ha+maj: 25 / 25
other cells: 1 / 1
mux: 6 / 6
simple gates: 56 / 56
## cell usage in the layout, fill, tap and decap left out, types with 2 or more instances in the layout
master / netlist / routed
clkdlybuf4s50_1: 0 / 5
nand2b_4: 0 / 2
xor2_1: 9 / 9
xnor2_1: 11 / 11
ha_4: 0 / 3
a21oi_1: 14 / 10
a222oi_1: 2 / 2
nand2_1: 12 / 12
ha_2: 0 / 4
buf_4: 2 / 27
nor3_2: 0 / 2
dfxtp_1: 18 / 17
inv_1: 12 / 6
o21ai_0: 9 / 5
o21ai_1: 0 / 4
nand2b_1: 6 / 4
ha_1: 25 / 18
clkbuf_8: 0 / 4
buf_6: 0 / 7
nor2_1: 13 / 12
dlygate4sd2_1: 0 / 15
clkbuf_2: 0 / 3
clkdlybuf4s15_2: 0 / 3
inv_2: 0 / 6
mux2i_1: 4 / 4
a21oi_2: 0 / 4
nand4_1: 2 / 2
nand3_1: 7 / 7
nor2b_4: 0 / 2
## report_power, final
part	switching [uW]	total, uW	internal, uW
Clock	88.9	229	140
Sequential	0	287	287
Combinational	85.9	194	108
Total	175	709	534
## worst paths after layout
check,from,slack [ns],endpoint,depth (start not counted)
max reg2reg,count[3],1.09,count[16],4
min,count[0],0.40,count[0],1
max,tens[0],0.07,cathode[3],7
min reg2reg,count[0],0.40,count[0],1
## layer usage
metal / global-route usage [%] / up-vias
met5: 0 / -
met4: 0.107 / 0
met3: 1.80 / 0
met2: 11.1 / 34
met1: 8.85 / 640
li1: - / 730
## per-stage QoR
stage / util [%] / total power [uW] / area [um2]
6_report: 36.5 / 709 / 2320
5_1_grt: 36.5 / 751 / 2320
4_1_cts: 36.0 / 710 / 2280
3_5_place_dp: 33.0 / 464 / 2100
3_3_place_gp: 33.0 / 465 / 2100
2_1_floorplan: - / 372 / 1560
## final cells by class
class                      instances  area, um2
timing repair buffer              61        524
fill                             628       4030
inverter                          12       45.0
multi-input combinational        143       1240
clock buffer                       4       55.1
tap                               77       96.3
sequential                        18        362
Power figures rest on the tool's default switching activity, not on a simulated workload.
